`design/flow/design.v`:
```
module Mux32Bit2To1(input[31:0] in0,
		input[31:0] in1,
		input sel,
		output[31:0] out);
	assign out = sel ? in1 : in0;
endmodule
module Mux5Bit2To1(input[4:0] in0,
		input[4:0] in1,
		input sel,
		output[4:0] out);
	assign out = sel ? in1 : in0;
endmodule
```
`design/flow/run.sh`:
```
#!/bin/bash
# OpenROAD 26Q1-2900-gdf79404cd8, Yosys 0.63+post, stock flow scripts
make -C /OpenROAD-flow-scripts/flow DESIGN_CONFIG=/design/flow/config.mk WORK_HOME=/design/flow/orfs finish
```
`design/flow/config.mk`:
```
export PLATFORM = sky130hd
export DESIGN_NAME = Mux32Bit2To1
export DESIGN_NICKNAME = Mux32Bit2To1
export VERILOG_FILES = /design/flow/design.v
export SDC_FILE = /design/flow/constraint.sdc
export NUM_CORES = 4
export LEC_CHECK = 1
export CORE_AREA = 10 10 70 70
export DIE_AREA = 0 0 80 80
```
`design/flow/constraint.sdc`:
```
current_design Mux32Bit2To1

set clk_period 1.0
set clk_io_pct 0.2

create_clock -name clk0 -period $clk_period

set non_clock_inputs [all_inputs -no_clocks]
set_input_delay [expr $clk_period * $clk_io_pct] -clock clk0 $non_clock_inputs
set_output_delay [expr $clk_period * $clk_io_pct] -clock clk0 [all_outputs]
```
==> impl_metrics.env <==
# physical design summary
export IMPL_portBuffers=97
export IMPL_gp_congestion=0.7595
export IMPL_synthTopCellsByCount="mux2_4, buf_12, mux2_2"
export IMPL_postLayoutSetupSlackWorst_ns=-0.1754
export IMPL_power_density_nw_per_um2=388.7
export IMPL_die_area_um2=6400
export IMPL_wl_per_cell_um=14.84
export IMPL_grt_overflow=0
export IMPL_crit_path_start_kind="input port"
export IMPL_warning_count=34
export IMPL_syn_to_final_growth_pct=212.0
export IMPL_tightest_slew_ns=0.06111
export IMPL_die_x_um=80
export IMPL_rows=21
export IMPL_cp_required_ns=0.80
export IMPL_ys_cells=36
export IMPL_most_common_cell="mux2_4"
export IMPL_track_usage_pct=7.873
export IMPL_synth_top_area_share_pct=82.76
export IMPL_topCellsByArea="mux2_4, buf_12, mux2_2"
export IMPL_fp_util_pct=15.93
export IMPL_cp_data_arrival_time_ns=0.98
export IMPL_avgSynthCellArea_um2=15.12
export IMPL_n_clock_buffer=0
export IMPL_hold_viol_final=0
export IMPL_power_mw=0.6599
export IMPL_worstSetupPathType="in -> out"
export IMPL_ys_seq_share_pct=0
export IMPL_setup_violations=32
export IMPL_cts_hold_buf=0
export IMPL_yosys_warnings=0
export IMPL_p_seq_share_pct=0
export IMPL_peakVddDrop_mv=0.1734
export IMPL_crit_fanout=7
export IMPL_finalCritPeriodShare_pct=117.5
export IMPL_slew_viol_final=0
export IMPL_logic_area_um2=480.5
export IMPL_clkPwrFrac_pct=0
export IMPL_core_um2=3416
export IMPL_dr_pass1_iters=2
export IMPL_grt_pass1_vias=824
export IMPL_drive_above_1_share_pct=56.16
export IMPL_vias=730
export IMPL_maxCapViolations=0
export IMPL_cp_slowest_cell="mux2_4"
export IMPL_synthCells=36
export IMPL_pre_cts_ws_ns=-0.4966
export IMPL_internal_power_mw=0.5192
export IMPL_largest_area_cell="mux2_4"
export IMPL_seq_area_um2=0
export IMPL_critPathCaptureType="primary output"
export IMPL_hold_class="in -> out"
export IMPL_path_cells="buf_12 -> buf_12 -> buf_8 -> mux2_4 -> buf_6"
export IMPL_slew_headroom_pct=95.92
export IMPL_ff_count=0
export IMPL_hpwl_um=2396
export IMPL_path_common_cell="buf_12"
export IMPL_finalCriticalPeriod_ns=1.175
export IMPL_max_freq_ghz=0.8508
export IMPL_status="finished with violations"
export IMPL_finalInstanceArea_um2=1698
export IMPL_violations="setup timing"
export IMPL_leakage_nw=0.9905
export IMPL_drc=0
export IMPL_net_switching_power_mw=0.1408
export IMPL_drt_initial_drc_count=4
export IMPL_grt_setup_unrepaired="true"
export IMPL_die_h_um=80
export IMPL_grt_max_degree=8
export IMPL_synthesis_area_um2=544.3
export IMPL_yosys_area_um2=544.3
export IMPL_place_area_um2=1536
export IMPL_viasPerCell=3.802
export IMPL_antenna_cells=0
export IMPL_ys_types=4
export IMPL_switching_share_pct=21.33
export IMPL_grt_pass1_wl_um=4146
export IMPL_antenna_left=0
export IMPL_finalWirelength_um=2849
export IMPL_pin_count=97
export IMPL_pwr_share_comb_pct=100.0
export IMPL_fillers=327
export IMPL_critPathMaxStageDelay_ns=0.30
export IMPL_antenna_found_initial=0
worst paths after layout:
path                     from      end  slack, ns  depth (start not counted)
worst min-delay path  in0[24]  out[24]       0.69                          3
worst max-delay path      sel  out[31]      -0.18                          5
what timing repair did:
item / in CTS / in global routing
gates cloned: 1 / 0
resized: 170 / 23
setup buffers: 14 / 0
setup endpoints to repair: 32 / 32
cells by family after synthesis:
| logic type | Yosys count | synth area share [%] |
|---|---|---|
| buf+inv | 4 | 13.10 |
| mux | 32 | 86.90 |
critical path, delay by kind of cell:
| family | cells | cell delay, ns |
|---|---|---|
| buf+inv | 4 | 0.47 |
| mux | 1 | 0.30 |
cell usage in the layout, fill, tap and decap left out:
master and n:
dlygate4sd2_1 40, buf_12 3, buf_2 12, buf_4 2
dlymetal6s2s_1 14, clkdlybuf4s50_1 10, buf_6 29, mux2_4 32
buf_16 1, buf_8 3
per-stage QoR:
stage	hold slack, ns	setup TNS (ns)	util, %	instances
3_5_place_dp	1.335	-15.27	44.98	177
6_report	0.6943	-5.032	49.71	192
3_3_place_gp	1.331	-15.25	44.98	177
4_1_cts	0.8004	-5.196	47.03	192
5_1_grt	0.7141	-5.619	49.71	192
2_1_floorplan	0.4977	0	-	36
routing by layer:
| metal | global-route usage (%) | vias to the layer above | routed length (um) |
|---|---|---|---|
| li1 | - | 362 | - |
| met1 | 8.965 | 317 | 1142 |
| met2 | 14.29 | 51 | 1394 |
| met3 | 3.068 | 0 | 313 |
| met4 | 0 | 0 | 0 |
| met5 | 0 | - | 0 |
cell type report:
cell class | instances | area share [%]
repair buffers | 114 | 68.31
multi-input cells | 32 | 28.30
well taps | 46 | 3.390
power by group through the flow:
stage     combinational [mW]  clock [mW]  sequential [mW]
5_1_grt                0.706           0                0
4_1_cts                0.644           0                0
6_report               0.660           0                0
Power figures rest on the tool's default switching activity, not on a simulated workload.

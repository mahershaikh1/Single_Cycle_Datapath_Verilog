===== config.mk =====
export PLATFORM = sky130hd
export DESIGN_NAME = Alu
export DESIGN_NICKNAME = Alu
export VERILOG_FILES = /design/flow/design.v
export SDC_FILE = /design/flow/constraint.sdc
export NUM_CORES = 4
export LEC_CHECK = 1
export CORE_UTILIZATION = 50

===== run.sh =====
#!/bin/bash
# OpenROAD 26Q1-2900-gdf79404cd8, Yosys 0.63+post, stock flow scripts
make -C /OpenROAD-flow-scripts/flow DESIGN_CONFIG=/design/flow/config.mk WORK_HOME=/design/flow/orfs finish

===== design.v =====
module Alu(input[31:0] op1,
		input[31:0] op2,
		input[2:0] f,
		output reg[31:0] result,
		output zero);
	always @(op1, op2, f)
		case (f)
			3'b000: result = op1 & op2;
			3'b001: result = op1 | op2;
			3'b010: result = op1 + op2;
			3'b011: result = 32'hxxxxxxxx;
			3'b100: result = op1 & ~op2;
			3'b101: result = op1 | ~op2;
			3'b110: result = op1 - op2;
			3'b111: result = op1 < op2;
		endcase
	assign zero = result == 0;
endmodule

===== constraint.sdc =====
current_design Alu

set clk_period 12.7
set clk_io_pct 0.2

create_clock -name clk0 -period $clk_period

set non_clock_inputs [all_inputs -no_clocks]
set_input_delay [expr $clk_period * $clk_io_pct] -clock clk0 $non_clock_inputs
set_output_delay [expr $clk_period * $clk_io_pct] -clock clk0 [all_outputs]

==> node_exporter_impl.prom <==
# HELP chip_impl_metric Metrics from one implementation run
# TYPE chip_impl_metric gauge
chip_impl_info{name="status",value="complete, no violations"} 1
chip_impl_metric{name="critical_path_arrival",unit="ns"} 7.24
chip_impl_metric{name="number_of_global_route_vias_before_repair",unit=""} 6041
chip_impl_info{name="most_common_cell",value="a21oi_1"} 1
chip_impl_metric{name="floorplan.die.width",unit="µm"} 104
chip_impl_metric{name="setup_viol",unit=""} 0
chip_impl_metric{name="globalRouteTotalUtil",unit=""} 0.362
chip_impl_metric{name="post_cts.repair.setup_buffers",unit=""} 0
chip_impl_metric{name="synth_largest_type_area_fraction",unit=""} 0.152
chip_impl_info{name="rsz0062_at_grt",value="no"} 1
chip_impl_metric{name="number_of_warnings_in_the_stage_logs",unit=""} 64
chip_impl_metric{name="fp_rows",unit=""} 36
chip_impl_info{name="worstPathCellList",value="clkdlybuf4s50_1 -> ha_1 -> inv_1 -> fa_1 -> o21ba_1 -> or4_1 -> a21oi_1 -> nor2_1 -> o22ai_1 -> xnor2_1 -> o21ai_0 -> nor4_1 -> and4b_1 -> and4b_1 -> and3b_1 -> clkdlybuf4s50_1"} 1
chip_impl_metric{name="hold_viol_final",unit=""} 0
chip_impl_metric{name="required",unit="ns"} 10.16
chip_impl_metric{name="layout_setup_ws",unit="ns"} 2.92
chip_impl_metric{name="io-pin-count",unit=""} 100
chip_impl_metric{name="ant_nets",unit=""} 0
chip_impl_metric{name="vdd_ir_drop_max",unit="mV"} 0.0322
chip_impl_metric{name="detailedPlace.worstSlack",unit="ns"} 3.08
chip_impl_metric{name="multi_input_comb_area",unit="µm²"} 4700
chip_impl_info{name="timing.hold.worst.class",value="in -> out"} 1
chip_impl_metric{name="grt_antenna_before_repair",unit=""} 0
chip_impl_metric{name="cts_resized",unit=""} 0
chip_impl_metric{name="yosys_area",unit="µm²"} 5200
chip_impl_metric{name="grt_max_degree",unit=""} 65
chip_impl_metric{name="syn_to_final_growth",unit="%"} 17.9
chip_impl_metric{name="postSynthAreaPerCell",unit="µm²"} 6.37
chip_impl_metric{name="die_h",unit="µm"} 104
chip_impl_info{name="critical_path.slowest_cell",value="nor4_1"} 1
chip_impl_metric{name="avgRoutedWirePerCell",unit="µm"} 19.4
chip_impl_metric{name="post-route-period-util",unit=""} 0.770
chip_impl_info{name="critical_path.endpoint_type",value="output pin"} 1
chip_impl_metric{name="placement.io_buffers",unit=""} 100
chip_impl_metric{name="relSlewSlack",unit=""} 0.349
chip_impl_metric{name="route.vias.total",unit=""} 6593
chip_impl_info{name="yosys.area.top_type",value="ha_1"} 1
chip_impl_metric{name="worst_pin_slew",unit="ns"} 0.952
chip_impl_metric{name="ys_cells",unit=""} 817
chip_impl_metric{name="static_leakage",unit="nW"} 2.46
chip_impl_metric{name="layout_min_cycle_time",unit="ns"} 9.78
chip_impl_metric{name="routed_via_density",unit=""} 6.59
chip_impl_metric{name="cap_violations",unit=""} 0
chip_impl_metric{name="antenna_cells_inserted",unit=""} 0
chip_impl_metric{name="initial_utilization",unit=""} 0.525
chip_impl_metric{name="drive_above_1_share",unit=""} 0.0415
chip_impl_metric{name="synth_sequential_area_ratio",unit=""} 0
chip_impl_metric{name="cp_max_fo",unit=""} 4
chip_impl_metric{name="power_density",unit="nW/µm²"} 49.7
chip_impl_metric{name="drt_first_pass_iters",unit=""} 5
chip_impl_metric{name="synth.yosys.warnings",unit=""} 1
chip_impl_metric{name="postRouteWirelength",unit="µm"} 19400
chip_impl_metric{name="fillCellCount",unit=""} 916
chip_impl_metric{name="design.core.area",unit="µm²"} 9910
chip_impl_info{name="yosys-top-cells-area",value="ha_1 (15%), a21oi_1 (10%), nor2_1 (5.6%)"} 1
chip_impl_info{name="worst_setup_sp_type",value="primary input"} 1
chip_impl_metric{name="seq_area",unit="µm²"} 0
chip_impl_metric{name="detailedRoute.firstIterationViolations",unit=""} 632
chip_impl_metric{name="finalMaxSlewViolations",unit=""} 0
chip_impl_metric{name="post_synth_num_cell_types",unit=""} 80
chip_impl_info{name="path_class",value="in -> out"} 1
chip_impl_metric{name="syn_inst",unit=""} 817
chip_impl_metric{name="numSequentialCells",unit=""} 0
chip_impl_metric{name="place.detailed.hpwl",unit="µm"} 15200
chip_impl_metric{name="totalNegativeSetupSlack",unit="ns"} 0
chip_impl_metric{name="critPathMaxStageDelay",unit="ns"} 0.72
chip_impl_metric{name="utilization",unit=""} 0.619
chip_impl_metric{name="gp_congestion",unit=""} 1.00
chip_impl_metric{name="post-route-drc-count",unit=""} 0
chip_impl_metric{name="die_area",unit="µm²"} 10800
chip_impl_info{name="top_post_synthesis_cells_by_count",value="a21oi_1 (107), nor2_1 (77), ha_1 (63)"} 1
chip_impl_metric{name="cts_hold_repair.buffers",unit=""} 0
chip_impl_metric{name="clock.fmax",unit="GHz"} 0.102
chip_impl_metric{name="first_pass_grt_wire_length",unit="µm"} 31500
chip_impl_metric{name="synth.cell_area",unit="µm²"} 5200
chip_impl_metric{name="gr-total-overflow",unit=""} 0
chip_impl_metric{name="nClkBuffers",unit=""} 0
## cells by family after synthesis
kind of cell	after synthesis	share of synthesized area
buffers and inverters	115	0.0962
AND-OR/OR-AND	341	0.424
XOR/XNOR	34	0.0572
multiplexers	6	0.0115
AND/OR/NAND/NOR	249	0.239
adder cells (fa/ha/maj)	72	0.173
## per-layer routing
metal / global-route usage / vias to the layer above / wire (µm)
met5: 0 / - / 0
met4: 0.103 / 0 / 588
met3: 0.0459 / 39 / 1820
met2: 0.564 / 326 / 8430
met1: 0.520 / 3055 / 8570
li1: - / 3173 / -
## worst paths after layout
kind | start | to | slack, ns | cells after the start
setup / recovery | op2[0] | zero | 2.92 | 16
hold / removal | op2[2] | result[2] | 6.19 | 4
## cell type report
cell class / count / area share
Inverter: 58 / 0.0355
Multi-Input combinational cell: 702 / 0.767
Tap cell: 133 / 0.0271
Timing Repair Buffer: 107 / 0.171
## critical path: cells and delay by family
| family | cells | cell delay (ns) |
|---|---|---|
| simple gates | 6 | 2.04 |
| compound gates | 4 | 0.89 |
| buf+inv | 3 | 1.06 |
| fa+ha+maj | 2 | 0.57 |
| xor+xnor | 1 | 0.14 |
## where the power goes
part           switching (mW)  internal [mW]  total, mW
clock                       0              0          0
combinational           0.174          0.131      0.305
sequential                  0              0          0
## cells in the final DEF (no fill, tap or decap), types with 20 or more instances in the layout
master / Yosys / final
a21oi_1: 107 / 107
xnor2_1: 20 / 20
a31oi_1: 29 / 29
nand2_1: 47 / 47
nand3_1: 22 / 22
ha_1: 63 / 63
clkdlybuf4s50_1: 0 / 98
nor2_1: 77 / 77
inv_1: 56 / 56
o21ai_0: 46 / 46
nor3_1: 28 / 28
o22ai_1: 28 / 28
## through the flow
stage	power [mW]	std cells	hold WS, ns	area [µm²]
6_report	0.305	1000	6.19	6130
3_5_place_dp	0.298	1000	6.19	6130
2_1_floorplan	0.191	817	5.17	5200
5_1_grt	0.335	1000	6.22	6130
3_3_place_gp	0.295	1000	6.18	6130
4_1_cts	0.300	1000	6.19	6130
Power figures rest on the tool's default switching activity, not on a simulated workload.
